### flow/config.mk
export PLATFORM = sky130hd
export DESIGN_NAME = SHA256
export DESIGN_NICKNAME = SHA256
export VERILOG_FILES = /design/flow/design.v
export SDC_FILE = /design/flow/constraint.sdc
export NUM_CORES = 4
export LEC_CHECK = 1
export CORE_UTILIZATION = 40
### flow/constraint.sdc
current_design SHA256

set clk_period 35.2
set clk_io_pct 0.2

create_clock -name clk0 -period $clk_period [get_ports {clk}]

set non_clock_inputs [all_inputs -no_clocks]
set_input_delay [expr $clk_period * $clk_io_pct] -clock clk0 $non_clock_inputs
set_output_delay [expr $clk_period * $clk_io_pct] -clock clk0 [all_outputs]
### flow/design.v
module ror(out, in);
	parameter N = 1;
	input  [31:0] in;
	output [31:0] out;
	assign out = {in[N-1:0], in[31:N]};
endmodule
module shr(out, in);
	parameter N = 1;
	input  [31:0] in;
	output [31:0] out;
	assign out = (in >> N);
endmodule
module add2(out, a, b);
	input  [31:0] a, b;
	output [31:0] out;
	assign out = a + b;
endmodule
module add3(out, a, b, c);
	input  [31:0] a, b, c;
	output [31:0] out;
	assign out = a + b + c;
endmodule
module add4(out, a, b, c, d);
	input  [31:0] a, b, c, d;
	output [31:0] out;
	assign out = a + b + c + d;
endmodule
module add5(out, a, b, c, d, e);
	input  [31:0] a, b, c, d, e;
	output [31:0] out;
	assign out = a + b + c + d + e;
endmodule
module choice(out, a, b, c);
	input  [31:0] a, b, c;
	output [31:0] out;
	assign out = (a & b) | (~a & c);
endmodule
module majority(out, a, b, c);
	input  [31:0] a, b, c;
	output [31:0] out;
	assign out = (a & b) | (a & c) | (b & c);
endmodule
module usigma0(out, in);
	input  [31:0] in;
	output [31:0] out;
	wire [31:0] net [2:0];	 
	ror #(2)  u0(net[0], in);
	ror #(13) u1(net[1], in);
	ror #(22) u2(net[2], in);
	assign out = net[0] ^ net[1] ^ net[2];
endmodule
module usigma1(out, in);
	input  [31:0] in;
	output [31:0] out;
	wire [31:0] net [2:0];	 
	ror #(6)  u0(net[0], in);
	ror #(11) u1(net[1], in);
	ror #(25) u2(net[2], in);
	assign out = net[0] ^ net[1] ^ net[2];
endmodule
module lsigma0(out, in);
	input  [31:0] in;
	output [31:0] out;
	wire [31:0] net [2:0];	 
	shr #(3)  u0(net[0], in);
	ror #(7)  u1(net[1], in);
	ror #(18) u2(net[2], in);
	assign out = net[0] ^ net[1] ^ net[2];
endmodule
module lsigma1(out, in);
	input  [31:0] in;
	output [31:0] out;
	wire [31:0] net [2:0];	 
	shr #(10) u0(net[0], in);
	ror #(17) u1(net[1], in);
	ror #(19) u2(net[2], in);
	assign out = net[0] ^ net[1] ^ net[2];
endmodule
module wvar(H_out, X_out, in, H0, clk, rst_n, soc, eoc);
	input  clk, rst_n, soc, eoc;
	input  [31:0] in, H0;
	output [31:0] H_out, X_out;
	reg  [31:0] A, A0;
	wire [31:0] dA, dA0, add_out;
	always @(posedge clk) begin
		A  <= dA;
		A0 <= dA0;
	end
	add2 u0(add_out, A, A0);
	assign dA0 = (~rst_n) ? H0 : (soc) ? add_out : A0;
	assign dA  = (~rst_n) ? 32'd 0 : (soc) ? add_out : (eoc) ? A : in;
	assign X_out = A;
	assign H_out = add_out;
endmodule
module counter(addr, eoc, clk, soc_n, rd);
	input  clk, soc_n, rd;
	output eoc;
	output [5:0] addr;
	reg  Q0, Q1, Q2, Q3, Q4, Q5, Q6;
	wire dQ0, dQ1, dQ2, dQ3, dQ4, dQ5, dQ6;
	wire wQ0, wQ1, wQ2, wQ3, wQ4, wQ5, wQ6, eoc_n;
	always @(posedge clk) begin
		Q0 <= dQ0;
		Q1 <= dQ1;
		Q2 <= dQ2;
		Q3 <= dQ3;
		Q4 <= dQ4;
		Q5 <= dQ5;
		Q6 <= dQ6;
	end
	assign eoc_n = ~Q6;
	assign wQ0 = eoc_n | rd; 
	assign dQ0 = (wQ0 ^ Q0) & soc_n;
	assign wQ1 = wQ0 & Q0;
	assign dQ1 = (wQ1 ^ Q1) & soc_n;
	assign wQ2 = wQ1 & Q1;
	assign dQ2 = (wQ2 ^ Q2) & soc_n;
	assign wQ3 = wQ2 & Q2 & eoc_n;
	assign dQ3 = (wQ3 ^ Q3) & soc_n;
	assign wQ4 = wQ3 & Q3;
	assign dQ4 = (wQ4 ^ Q4) & soc_n;
	assign wQ5 = wQ4 & Q4;
	assign dQ5 = (wQ5 ^ Q5) & soc_n;
	assign wQ6 = wQ5 & Q5;
	assign dQ6 = (wQ6 ^ Q6) & soc_n;
	assign eoc  = Q6;
	assign addr = {Q5, Q4, Q3, Q2, Q1, Q0};
endmodule
module constants(out, addr);
	input  [5:0]  addr;
	output [31:0] out;
	reg [31:0] cnst;
	always @* begin
		case(addr)
			00 : cnst = 32'h 428a2f98;
			01 : cnst = 32'h 71374491;
			02 : cnst = 32'h b5c0fbcf;
			03 : cnst = 32'h e9b5dba5;
			04 : cnst = 32'h 3956c25b;
			05 : cnst = 32'h 59f111f1;
			06 : cnst = 32'h 923f82a4;
			07 : cnst = 32'h ab1c5ed5;
			08 : cnst = 32'h d807aa98;
			09 : cnst = 32'h 12835b01;
			10 : cnst = 32'h 243185be;
			11 : cnst = 32'h 550c7dc3;
			12 : cnst = 32'h 72be5d74;
			13 : cnst = 32'h 80deb1fe;
			14 : cnst = 32'h 9bdc06a7;
			15 : cnst = 32'h c19bf174;
			16 : cnst = 32'h e49b69c1;
			17 : cnst = 32'h efbe4786;
			18 : cnst = 32'h 0fc19dc6;
			19 : cnst = 32'h 240ca1cc;
			20 : cnst = 32'h 2de92c6f;
			21 : cnst = 32'h 4a7484aa;
			22 : cnst = 32'h 5cb0a9dc;
			23 : cnst = 32'h 76f988da;
			24 : cnst = 32'h 983e5152;
			25 : cnst = 32'h a831c66d;
			26 : cnst = 32'h b00327c8;
			27 : cnst = 32'h bf597fc7;
			28 : cnst = 32'h c6e00bf3;
			29 : cnst = 32'h d5a79147;
			30 : cnst = 32'h 06ca6351;
			31 : cnst = 32'h 14292967;
			32 : cnst = 32'h 27b70a85;
			33 : cnst = 32'h 2e1b2138;
			34 : cnst = 32'h 4d2c6dfc;
			35 : cnst = 32'h 53380d13;
			36 : cnst = 32'h 650a7354;
			37 : cnst = 32'h 766a0abb;
			38 : cnst = 32'h 81c2c92e;
			39 : cnst = 32'h 92722c85;
			40 : cnst = 32'h a2bfe8a1;
			41 : cnst = 32'h a81a664b;
			42 : cnst = 32'h c24b8b70;
			43 : cnst = 32'h c76c51a3;
			44 : cnst = 32'h d192e819;
			45 : cnst = 32'h d6990624;
			46 : cnst = 32'h f40e3585;
			47 : cnst = 32'h 106aa070;
			48 : cnst = 32'h 19a4c116;
			49 : cnst = 32'h 1e376c08;
			50 : cnst = 32'h 2748774c;
			51 : cnst = 32'h 34b0bcb5;
			52 : cnst = 32'h 391c0cb3;
			53 : cnst = 32'h 4ed8aa4a;
			54 : cnst = 32'h 5b9cca4f;
			55 : cnst = 32'h 682e6ff3;
			56 : cnst = 32'h 748f82ee;
			57 : cnst = 32'h 78a5636f;
			58 : cnst = 32'h 84c87814;
			59 : cnst = 32'h 8cc70208;
			60 : cnst = 32'h 90befffa;
			61 : cnst = 32'h a4506ceb;
			62 : cnst = 32'h bef9a3f7;
			63 : cnst = 32'h c67178f2;
		endcase
	end
	assign out = cnst;
endmodule
module expansion(out, in, clk, sel);
	input  clk, sel;
	input  [31:0] in;
	output [31:0] out;
	reg  [31:0] mem [0:15];
	wire [31:0] a00, a01, a09, a14;
	wire [31:0] mux_out, add_out, lsigma0_out, lsigma1_out;
	always @(posedge clk) begin
		mem[0]  <=  mem[1]; 
		mem[1]  <=  mem[2]; 
		mem[2]  <=  mem[3];
		mem[3]  <=  mem[4];
		mem[4]  <=  mem[5];
		mem[5]  <=  mem[6];
		mem[6]  <=  mem[7];
		mem[7]  <=  mem[8];
		mem[8]  <=  mem[9];
		mem[9]  <=  mem[10];
		mem[10] <=  mem[11];
		mem[11] <=  mem[12];
		mem[12] <=  mem[13];
		mem[13] <=  mem[14];
		mem[14] <=  mem[15];
		mem[15] <=  mux_out;
	end
	assign a00 = mem[0];
	assign a01 = mem[1];
	assign a09 = mem[9];
	assign a14 = mem[14];
	lsigma0 u0(lsigma0_out, a01);
	lsigma1 u1(lsigma1_out, a14);
	add4	u2(add_out, a00, lsigma0_out, a09, lsigma1_out);
	assign mux_out = (sel) ? add_out : in;
	assign out = mux_out;
endmodule
module compression(hash, msg, k, clk, rst_n, soc, eoc);
	input  clk, rst_n, soc, eoc;
	input  [31:0]  msg, k;
	output [255:0] hash;
	wire [31:0] A, B, C, D, E, F, G, H;
	wire [31:0] Ha, Hb, Hc, Hd, He, Hf, Hg, Hh;
	wire [31:0] addMsg, addE, addA;
	wire [31:0] us0, us1, maj, ch;
	wvar 	 uA(Ha, A, addA, 32'h6a09e667, clk, rst_n, soc, eoc);
	wvar 	 uB(Hb, B,    A, 32'hbb67ae85, clk, rst_n, soc, eoc);
	wvar 	 uC(Hc, C,    B, 32'h3c6ef372, clk, rst_n, soc, eoc);
	wvar 	 uD(Hd, D,    C, 32'ha54ff53a, clk, rst_n, soc, eoc);
	wvar 	 uE(He, E, addE, 32'h510e527f, clk, rst_n, soc, eoc);
	wvar 	 uF(Hf, F,    E, 32'h9b05688c, clk, rst_n, soc, eoc);
	wvar 	 uG(Hg, G,    F, 32'h1f83d9ab, clk, rst_n, soc, eoc);
	wvar 	 uH(Hh, H,    G, 32'h5be0cd19, clk, rst_n, soc, eoc);
	usigma1  u0(us1, E);
	choice	 u1(ch, E, F, G);
	add5	 u2(addMsg, msg, k, us1, ch, H);
	add2	 u3(addE, addMsg, D);
	usigma0	 u4(us0, A);
	majority u5(maj, A, B, C);
	add3	 u6(addA, us0, maj, addMsg);	
	assign hash = {Ha, Hb, Hc, Hd, He, Hf, Hg, Hh};
endmodule
module SHA256(data, eoc, clk, rst, soc, rd);
	input  clk, rst, soc, rd;
	inout  [31:0] data;
	output eoc;
	wire rst_n, soc_n;
	wire ieoc, ird;
	assign rst_n = ~rst;
	assign soc_n = ~soc;
	assign ird = rd & ieoc;
	wire [31:0] idata, odata;
	assign idata = data;
	assign data  = (ird)  ? odata : 32'bz;
	wire sel;
	wire [5:0] addr;
	counter u0(addr, ieoc, clk, soc_n, ird);
	assign sel = ieoc | addr[5] | addr[4];
	assign eoc = ieoc;
	wire [31:0] k;
	constants u1(k, addr);
	wire [31:0] msg;
	expansion u2(msg, idata, clk, sel);
	wire [255:0] hash;
	compression u3(hash, msg, k, clk, rst_n, soc, ieoc);
	wire [2:0]  abc;
	reg  [31:0] mux_out;
	assign abc = {addr[2], addr[1], addr[0]};
	always @(abc, hash) begin
		case(abc)
			0 : mux_out = hash[255:224];
			1 : mux_out = hash[223:192];
			2 : mux_out = hash[191:160];
			3 : mux_out = hash[159:128];
			4 : mux_out = hash[127:96];
			5 : mux_out = hash[95:64];
			6 : mux_out = hash[63:32];
			7 : mux_out = hash[31:0];
		endcase
	end
	assign odata = mux_out;
endmodule
### flow/run.sh
#!/bin/bash
# OpenROAD 26Q1-2900-gdf79404cd8, Yosys 0.63+post, stock flow scripts
make -C /OpenROAD-flow-scripts/flow DESIGN_CONFIG=/design/flow/config.mk WORK_HOME=/design/flow/orfs finish
==> results.txt <==
Observations from the implementation run.

Die:
- The run puts the row count at 143.
- The run gives the height of the die as roughly 400 um.
- The floorplan step set the die width to between 300 and 400 um.
- The run gives the top-level I/O count as 37.
- The initial utilization of the core area, before any placement, comes to 40.48%.

CTS:
- The run gives the count of H-tree levels built during CTS as 3.
- The run gives the number of buffers created by CTS as 114.
- The run gives the total of cells resized after clock tree synthesis as 0.
- The run puts the sink count of the clock tree at 1063.
- CTS placed an instance of clkbuf_16 at the clock tree root.
- The number of hold buffers added after CTS was 0.
- The run puts the maximum count of clock buffers along a single path at 3.
- The run puts the post-CTS setup repair buffer count at 0.

Status:
- The flow did not finish.
- The first error in the log reads "[error] [KeplerFormal.cpp:679] Workflow failed: Iso has multiple drivers: .data0, place124.X0".
- The run gives the stage where the flow stopped as 4_1_cts.

Placement:
- The run puts the global placement routability congestion at 1.041.
- The placement report lists the number of port buffers as 4.
- The run gives the HPWL after detailed placement as ~170 mm.
- The run gives the cell total after placement as just under 9000.

Yosys:
- The run gives the async set-reset flop share out of synthesis as 0%.
- The run puts the number of enable-type register cells in the synthesized netlist at 0.
- Per the post-synthesis report, the number of cells in the design is ~7000.
- Before any placement, the netlist area is recorded as 61850 um2.
- Among all flip-flop cells after synthesis, the most frequent one is dfxtp_1.
- The run puts the part of the Yosys area used for sequential elements at ~34%.
- The stat command in Yosys gives a chip area of 61850 um2.
- The warning tally printed by Yosys for this design is 11.
- Per the synthesis report, the number of distinct cell types is ~86.
- Each instance of the synthesized netlist takes up on average about 8.8 um2.
- The run puts the cell total in the yosys stat output at 7027.
- The run puts the count of state elements after synthesis at 1063.
## through the flow
stage               setup slack (ns)  cell area, um2  total power, mW
detailed placement             19.80           64240            22.06
floorplan                      20.92           61850            16.81
global placement               20.28           64240            22.09
## Yosys cell counts, types with 14 or more instances
| library cell | n | area share, % |
|---|---|---|
| dfxtp_1 | 1063 | 34 |
| a21oi_1 | 618 | 5.0 |
| nor2_1 | 558 | 3.4 |
| nand2_1 | 522 | 3.2 |
| inv_1 | 475 | 2.9 |
| xnor2_1 | 431 | 6.1 |
| o21ai_0 | 427 | 3.5 |
| ha_1 | 394 | 8.0 |
| clkbuf_1 | 310 | 1.9 |
| fa_1 | 195 | 6.3 |
| a211oi_1 | 164 | 2.0 |
| xor2_1 | 164 | 2.3 |
| mux2i_1 | 156 | 2.5 |
| a21o_1 | 141 | 1.7 |
| mux2_2 | 127 | 2.3 |
| o21bai_1 | 121 | 1.5 |
| nand2b_1 | 113 | 1.1 |
| o21a_1 | 96 | 1.2 |
| nor3_1 | 87 | 0.70 |
| nand3_1 | 79 | 0.64 |
| and2_1 | 62 | 0.63 |
| nor2b_1 | 53 | 0.54 |
| buf_1 | 48 | 0.29 |
| o211ai_1 | 48 | 0.58 |
| a31oi_1 | 44 | 0.45 |
| a21boi_0 | 43 | 0.52 |
| o22ai_1 | 32 | 0.32 |
| or2_2 | 31 | 0.31 |
| a221oi_1 | 29 | 0.41 |
| nand4_1 | 28 | 0.28 |
| a211o_1 | 27 | 0.38 |
| and3_1 | 25 | 0.25 |
| o31ai_1 | 21 | 0.25 |
| or3_1 | 20 | 0.20 |
| maj3_1 | 19 | 0.31 |
| a22oi_1 | 16 | 0.19 |
| o221ai_1 | 16 | 0.23 |
| a311oi_1 | 14 | 0.20 |
| nor4_1 | 14 | 0.14 |
## kinds of logic after synthesis
family,count (synthesis),share of synthesized area (%)
multiplexers,288,5.019
AND/OR/NAND/NOR,1634,11.95
XOR/XNOR,595,8.425
flip-flops,1063,34.40
adder cells (fa/ha/maj),608,14.59
buffers and inverters,839,5.091
AND-OR/OR-AND,2000,20.52
Power and IR drop assume default switching activity.
